==> /design/flow/run.sh <==
#!/bin/bash
# OpenROAD 26Q1-2900-gdf79404cd8, Yosys 0.63+post, stock flow scripts
make -C /OpenROAD-flow-scripts/flow DESIGN_CONFIG=/design/flow/config.mk WORK_HOME=/design/flow/orfs finish
==> /design/flow/config.mk <==
export PLATFORM = sky130hd
export DESIGN_NAME = uart
export DESIGN_NICKNAME = uart
export VERILOG_FILES = /design/flow/design.v
export SDC_FILE = /design/flow/constraint.sdc
export NUM_CORES = 4
export LEC_CHECK = 1
export CORE_UTILIZATION = 30
==> /design/flow/constraint.sdc <==
current_design uart

set clk_period 1.8
set clk_io_pct 0.2

create_clock -name clk0 -period $clk_period [get_ports {clk}]

set non_clock_inputs [all_inputs -no_clocks]
set_input_delay [expr $clk_period * $clk_io_pct] -clock clk0 $non_clock_inputs
set_output_delay [expr $clk_period * $clk_io_pct] -clock clk0 [all_outputs]
==> /design/flow/design.v <==
module receiver # (
    parameter START_SIG = 1
) (
    input               rstN,
    input               clk,
    input               s_in,
    output  reg         received,
    output              check_parity,
    output  reg [6:0]   data
);
localparam S_IDLE       = 0;
localparam S_PARITY     = 1;
localparam S_RECEIVE    = 2;
localparam S_STOP       = 3;
reg [1:0]   state;
reg [2:0]   data_index;
reg         expected_parity;
wire        actual_parity;
assign actual_parity = ^data;
assign check_parity = actual_parity == expected_parity;
always @(posedge clk or negedge rstN) begin
    if (~rstN) begin
        state <= S_IDLE;
        data_index <= 0;
        received <= 0;
        data <= 0;
    end
    else begin
        case (state)
            S_IDLE: begin
                if (s_in == START_SIG) begin
                    data_index <= 0;
                    data <= 0;
                    state <= S_PARITY;
                    received <= 0;
                end
            end
            S_PARITY: begin
                expected_parity <= s_in;
                state <= S_RECEIVE;
            end
            S_RECEIVE: begin
                data[data_index] <= s_in;
                data_index <= data_index + 1;
                if (data_index == 6) begin
                    state <= S_STOP;
                end
            end
            S_STOP: begin
                state <= S_IDLE;
                received <= 1;
            end
            default: state <= S_IDLE;
        endcase
    end
end
endmodule
module sender # (
    parameter START_SIG = 1
) (
    input           rstN,
    input           clk,
    input           start,
    input   [6:0]   data_in,
    output  reg     s_out,
    output  reg     sent
);
localparam S_IDLE       = 0;
localparam S_START      = 1;
localparam S_PARITY     = 2;
localparam S_SEND       = 3;
localparam S_STOP       = 4;
reg [2:0]   state;
reg [6:0]   data;
reg [2:0]   data_index;
wire parity_sig;
assign parity_sig = ^data;
always @(posedge clk or negedge rstN) begin
    if (~rstN) begin
        state <= S_IDLE;
        data_index <= 0;
        s_out <= 0;
        sent <= 0;
    end
    else begin
        case (state)
            S_IDLE: begin
                if (start) begin
                    data_index <= 0;
                    data <= data_in;
                    state <= S_START;
                    sent <= 0;
                end
            end
            S_START: begin
                s_out <= START_SIG;
                state <= S_PARITY;
            end
            S_PARITY: begin
                s_out <= parity_sig;
                state <= S_SEND;
            end
            S_SEND: begin
                s_out <= data[data_index];
                data_index <= data_index + 1;
                if (data_index == 6)
                    state <= S_STOP;
            end
            S_STOP: begin
                s_out <= ~START_SIG;
                state <= S_IDLE;
                sent <= 1;
            end
            default: state <= S_IDLE;
        endcase
    end
end
endmodule
module uart #(
    parameter START_SIG = 1
) (
    input           rstN,
    input           clk,
    input           s_in,
    input           send,
    input   [6:0]   send_data,
    output          s_out,
    output          sent,
    output          received,
    output  [6:0]   received_data,
    output          check_receive_parity
);
sender #(START_SIG) SENDER (rstN, clk, send, send_data, s_out, sent);
receiver #(START_SIG) RECEIVER (rstN, clk, s_in, received, check_receive_parity, received_data);
endmodule
==> impl_metrics.xml <==
<?xml version="1.0" encoding="UTF-8"?>
<metrics>
  <group name="outcome">
    <metric name="run_status" unit="">finished, final reports clean</metric>
  </group>
  <group name="final_timing">
    <metric name="rsz0062_at_grt" unit="">no</metric>
    <metric name="layout_worst_path_cycle_share" unit="">0.946</metric>
    <metric name="setup-violations-final" unit="">0</metric>
    <metric name="worstMarginPinSlew" unit="ps">442</metric>
    <metric name="hold_ws" unit="ps">381</metric>
    <metric name="hold_violations" unit="">0</metric>
    <metric name="fmaxAchievable" unit="MHz">587</metric>
    <metric name="setup_tns" unit="ps">0</metric>
    <metric name="period_minus_slack" unit="ps">1700</metric>
    <metric name="setup_skew" unit="ps">10.2</metric>
    <metric name="setup_slack" unit="ps">97.1</metric>
    <metric name="slew_headroom" unit="">0.705</metric>
    <metric name="timing_max_transition_violations_final" unit="">0</metric>
  </group>
  <group name="power">
    <metric name="power.share.clock" unit="">0.408</metric>
    <metric name="p_sw" unit="mW">0.269</metric>
    <metric name="power.total" unit="mW">1.37</metric>
    <metric name="power.static_leakage" unit="nW">0.870</metric>
    <metric name="powerDensity" unit="nW/µm²">661</metric>
    <metric name="cell_internal_power" unit="mW">1.10</metric>
    <metric name="share_seq_of_total_power" unit="">0.558</metric>
    <metric name="ir_drop" unit="µV">674</metric>
    <metric name="share_comb_of_total_power" unit="">0.033</metric>
    <metric name="power.share.switching" unit="">0.196</metric>
  </group>
  <group name="min_path">
    <metric name="min-delay-path-class" unit="">register to register</metric>
    <metric name="hp-start" unit="">SENDER.state[3]$_DFF_PN0_</metric>
  </group>
  <group name="cts">
    <metric name="cts.hold.buffers_added" unit="">0</metric>
    <metric name="worst_setup_hold_path_clk_slew" unit="ps">70</metric>
    <metric name="cts_tree" unit="">done</metric>
    <metric name="cts.htree.levels" unit="">2</metric>
    <metric name="cts_buffers" unit="">5</metric>
    <metric name="clock_latency" unit="ps">280</metric>
    <metric name="clock-sinks" unit="">33</metric>
    <metric name="cts_buffer_depth" unit="">2</metric>
    <metric name="cts-root-buf" unit="">sky130_fd_sc_hd__clkbuf_8</metric>
  </group>
  <group name="synthesis">
    <metric name="netlist.top_cell.by_area" unit="">sky130_fd_sc_hd__dfrtp_1</metric>
    <metric name="yosys_warnings" unit="">2</metric>
    <metric name="area_of_the_synthesized_netlist_per_yosys_stat" unit="µm²">1620</metric>
    <metric name="post_synth.cell_area_avg" unit="µm²">11.5</metric>
    <metric name="synth_stat.cells" unit="">141</metric>
    <metric name="postSynthCellCount" unit="">141</metric>
    <metric name="ys_seq_share" unit="">0.536</metric>
    <metric name="yosys-top-cells-area" unit="">sky130_fd_sc_hd__dfrtp_1 (36%), sky130_fd_sc_hd__edfxtp_1 (15%), sky130_fd_sc_hd__xnor2_1 (7.0%)</metric>
    <metric name="synth-edff-count" unit="">8</metric>
    <metric name="numSynthFlops" unit="">33</metric>
    <metric name="synth_cell_types" unit="">36</metric>
    <metric name="synth-async-reset-ratio" unit="">0.758</metric>
    <metric name="flip_flop_cell_with_the_highest_count_after_synthesis" unit="">sky130_fd_sc_hd__dfrtp_1</metric>
    <metric name="syn_area" unit="µm²">1620</metric>
    <metric name="yosys.area.top_type_share" unit="">0.355</metric>
  </group>
  <group name="worst_setup_path">
    <metric name="crit_arrival" unit="ps">1860</metric>
    <metric name="r2r_start" unit="">RECEIVER.data_index[1]$_DFFE_PN0P_</metric>
    <metric name="critPathKind" unit="">register to register</metric>
    <metric name="required" unit="ps">1960</metric>
    <metric name="crit_fanout" unit="">5</metric>
    <metric name="crit_start" unit="">RECEIVER.data_index[1]$_DFFE_PN0P_</metric>
    <metric name="startpoint_type" unit="">register</metric>
    <metric name="endpoint_kind" unit="">register</metric>
  </group>
  <group name="placement">
    <metric name="placed_area" unit="µm²">1950</metric>
    <metric name="io_buffer_count" unit="">21</metric>
    <metric name="post-dp-hpwl" unit="µm">2060</metric>
    <metric name="pre_cts_slack" unit="ps">-15.4</metric>
    <metric name="numPlacedInstances" unit="">236</metric>
    <metric name="placer_congestion_estimate" unit="">0.820</metric>
  </group>
  <group name="floorplanning">
    <metric name="fp_util" unit="">0.315</metric>
    <metric name="floorplan.die_area" unit="µm²">5690</metric>
    <metric name="coreArea" unit="µm²">5140</metric>
    <metric name="number_of_placement_rows" unit="">26</metric>
    <metric name="chipHeight" unit="µm">75.5</metric>
    <metric name="io_pins" unit="">22</metric>
    <metric name="fp.dieW" unit="µm">75.5</metric>
  </group>
  <group name="route">
    <metric name="postRouteWirelength" unit="µm">2760</metric>
    <metric name="total_antenna_diodes_in_the_routed_design" unit="">0</metric>
    <metric name="remaining_drc_errors" unit="">0</metric>
    <metric name="routed_via_density" unit="">4.47</metric>
    <metric name="drt-pass1-iter-count" unit="">4</metric>
    <metric name="num_vias" unit="">1104</metric>
    <metric name="avgRoutedWirePerCell" unit="µm">11.2</metric>
    <metric name="drtIter0Drc" unit="">59</metric>
    <metric name="drt.antenna.violating_nets" unit="">0</metric>
  </group>
  <group name="finish">
    <metric name="layout_area_overhead" unit="%">28.2</metric>
    <metric name="final_area" unit="µm²">2080</metric>
    <metric name="post_route_cells_drive_above_1_share" unit="">0.147</metric>
    <metric name="final-instance-count-excl-fill" unit="">247</metric>
    <metric name="postLayoutCoreUtil" unit="">0.404</metric>
    <metric name="fillerInstances" unit="">510</metric>
  </group>
  <group name="grt">
    <metric name="grt_antenna_before_repair" unit="">0</metric>
    <metric name="grt_pass1_vias" unit="">1152</metric>
    <metric name="grt_use_total" unit="">0.117</metric>
    <metric name="globalRouteOverflowTotal" unit="">0</metric>
    <metric name="grt_pass1_wl" unit="µm">4950</metric>
    <metric name="maximum_number_of_pins_on_one_net_before_global_route_repair" unit="">17</metric>
  </group>
  <group name="flow_run">
    <metric name="cap_viol_max_count" unit="">0</metric>
    <metric name="warning_total_across_the_stage_logs" unit="">29</metric>
  </group>
</metrics>
## synthesized netlist by cell type (2+ instances only)
master and n:
sky130_fd_sc_hd__xor2_1 2, sky130_fd_sc_hd__o211ai_1 3, sky130_fd_sc_hd__a21oi_1 2, sky130_fd_sc_hd__nand2_1 14, sky130_fd_sc_hd__ha_1 6, sky130_fd_sc_hd__dfrtp_1 23, sky130_fd_sc_hd__dfstp_2 2, sky130_fd_sc_hd__mux2i_1 4
sky130_fd_sc_hd__o21ai_1 12, sky130_fd_sc_hd__mux2_1 2, sky130_fd_sc_hd__nand3_1 2, sky130_fd_sc_hd__xnor2_1 13, sky130_fd_sc_hd__edfxtp_1 8, sky130_fd_sc_hd__nor2_1 5, sky130_fd_sc_hd__nor3_1 2, sky130_fd_sc_hd__o21ai_0 5
sky130_fd_sc_hd__and3_1 3, sky130_fd_sc_hd__nand2b_1 3, sky130_fd_sc_hd__a22o_1 4, sky130_fd_sc_hd__inv_1 5, sky130_fd_sc_hd__a21boi_0 5, sky130_fd_sc_hd__and2_1 2
## layer usage
metal	global-route usage	part of all wire	vias up
li1	-	-	568
met1	0.168	0.49	506
met2	0.189	0.45	28
met3	0.0322	0.058	2
met4	0.0144	0.0069	0
met5	0	0	-
## cell usage in the layout (no fill, tap or decap), drive strengths merged, types with 6 or more instances in the layout
cell / instances
dfrtp: 23
xnor2: 13
clkdlybuf4s50: 20
o21ai: 17
buf: 10
clkbuf: 8
edfxtp: 8
nand2: 14
ha: 6
## what timing repair did
action | 4_1_cts | 5_1_grt
pin swaps | 4 | 2
setup buffers | 2 | 1
gates resized | 1 | 4
hold endpoints to repair | 0 | 0
setup endpoints to repair | 1 | 4
## sequential cells by signal, indices dropped and copies added (netlist names)
register                  flops
RECEIVER.data_index           3
RECEIVER.data                 7
SENDER.s_out                  1
SENDER.state                  5
RECEIVER.expected_parity      1
SENDER.data_index             3
RECEIVER.state                4
RECEIVER.received             1
SENDER.data                   7
SENDER.sent                   1
## critical path, cell delays in order (launching register included)
cell and delay [ps]:
sky130_fd_sc_hd__dfrtp_1 390, sky130_fd_sc_hd__inv_1 70, sky130_fd_sc_hd__ha_1 260, sky130_fd_sc_hd__and2_1 190, sky130_fd_sc_hd__o21ai_1 150, sky130_fd_sc_hd__mux2_1 330
sky130_fd_sc_hd__a22o_1 180
## area by class of cell
class	count	area [µm²]	area share
clock buffer	7	86.3	0.0416
tap	70	87.6	0.0422
inverter	5	18.8	0.00904
timing repair buffer	31	280	0.135
clock inverter	1	7.51	0.00362
multi-input combinational	100	727	0.350
sequential	33	868	0.418
## power groups by stage
stage	Combinational, mW	Sequential (mW)	Clock, mW
4_1_cts	0.0466	0.766	0.582
5_1_grt	0.0512	0.766	0.612
6_report	0.0455	0.767	0.561
## path summary, 6_finish.rpt
check	end	slack (ps)	cells after the start
max in group asynchronous	SENDER.state[0]$_DFF_PN1_	970	2
worst max-delay path	RECEIVER.data[4]$_DFFE_PN0P_	100	6
worst min register to register	SENDER.state[2]$_DFF_PN0_	380	0
worst max register to register	RECEIVER.data[4]$_DFFE_PN0P_	100	6
min in group asynchronous	RECEIVER.data[6]$_DFFE_PN0P_	540	2
worst min-delay path	SENDER.state[2]$_DFF_PN0_	380	0
## cell families after synthesis
kind of cell / synth area share
buffers and inverters: 0.0240
AND-OR/OR-AND: 0.128
multiplexers: 0.0525
AND/OR/NAND/NOR: 0.131
adder cells (fa/ha/maj): 0.0464
XOR/XNOR: 0.0811
flip-flops: 0.536
Power figures rest on the tool's default switching activity, not on a simulated workload.
