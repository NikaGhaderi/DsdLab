`/design/flow/design.v`:
```
module stack (
    input Clk,
    input RstN,
    input [3:0] Data_In,
    input Push,
    input Pop,
    output reg [3:0] Data_Out,
    output reg Full,
    output reg Empty
);
reg [3:0] mem [7:0];
reg [3:0] a = 0;
always @(posedge Clk or negedge RstN) begin
    if (~RstN) begin
        a <= 0;
        Empty <= 1;
        Full <= 0;
    end 
    else if (Push & ~Full) begin
        if (a == 7) Full <= 1;
        mem[a] <= Data_In;
        a <= a + 1;
        Empty <= 0;
    end
    else if (Pop & ~Empty) begin
        if (a == 1) Empty <= 1;
        Data_Out <= mem[a-1];
        a <= a-1;
        Full <= 0;
    end
end
endmodule
```
`/design/flow/run.sh`:
```
#!/bin/bash
# OpenROAD 26Q1-2900-gdf79404cd8, Yosys 0.63+post, stock flow scripts
make -C /OpenROAD-flow-scripts/flow DESIGN_CONFIG=/design/flow/config.mk WORK_HOME=/design/flow/orfs finish
```
`/design/flow/config.mk`:
```
export PLATFORM = sky130hd
export DESIGN_NAME = stack
export DESIGN_NICKNAME = stack
export VERILOG_FILES = /design/flow/design.v
export SDC_FILE = /design/flow/constraint.sdc
export NUM_CORES = 4
export LEC_CHECK = 1
export CORE_AREA = 10 10 109 109
export DIE_AREA = 0 0 119 119
```
`/design/flow/constraint.sdc`:
```
current_design stack

set clk_period 1.8
set clk_io_pct 0.2

create_clock -name clk0 -period $clk_period [get_ports {Clk}]

set non_clock_inputs [all_inputs -no_clocks]
set_input_delay [expr $clk_period * $clk_io_pct] -clock clk0 $non_clock_inputs
set_output_delay [expr $clk_period * $clk_io_pct] -clock clk0 [all_outputs]
```
==> run summary <==
The full implementation flow was run.

Per the synth stats, the flop cell with the highest instance count is sky130_fd_sc_hd__edfxtp_1. TritonCTS built the clock tree. By area, the combinational part of the netlist is dominated by AND-OR/OR-AND gates.

The tally of yosys warning messages stands at 2. The critical path endpoint has a required time of 1.85 ns. Between the synthesized netlist and the finished layout, the area growth was recorded as 30.8%. The flow reports an fmax of 546 MHz. The number of standard cells reported by yosys stands at 119. The aggregate negative setup slack stands at -0.0557 ns. The sum of routed wire length over all layers stands at 3620 um. The global-route congestion overflow total stands at 0. In this run the power density over the cells is approximately 1500 nW/um2. The Yosys chip area stands at approximately 1800 um2. Per the post-route antenna check, the number of violating nets is 0.

The worst path in the final design needs a cycle of approximately 1.8 ns, including I/O delays and setup. The worst-case register-to-register setup slack stands at -0.03 ns. In this run the critical path is formed by inv_2 -> ha_4 -> ha_4 -> buf_6 -> mux2_4 -> nand2_2 -> nand2_1 -> o22a_1.

In this run, the synthesized area fraction spent on and/or/nand/nor cells is recorded as 0.0880. The later pin in the worst-skew pair is clocked with a latency of between 0.2 and 0.3 ns. The post-synthesis instance total stands at 119. For reference, the final report shows the hold violation count at 0.

After the first detailed-routing iteration, the DRC count stood at 55. In this run the tools logged warnings totalling 36. The arrival time of the worst setup path stands at 1.88 ns. Antenna repair during routing inserted a diode count of 0. Clock tree synthesis selected as its root buffer the cell sky130_fd_sc_hd__clkbuf_8. The share of the Yosys chip area taken by registers is 0.677. The number of I/O port buffers stands at 13. The final reports fail on setup timing.

Per the power-grid run, VDD falls by no more than around 0.55 mV. The detail-routed via count per cell stands at 3.86. The synthesized flop and latch total stands at 42. The share of cell area taken by muxes after synthesis stands at 0.0248. After clock tree synthesis, the clock-pin slew on the worst setup and hold paths is 0.08 ns. The initialized floorplan defines 36 standard-cell rows.

For this configuration, the core starts out at a cell density of 0.189. The number of distinct library cells after synthesis stands at 29. The worst setup path is launched from a register. The run finished, with violations left. The share of synthesized registers carrying an async set or reset stands at 0.143. The most critical min-delay path falls under in2async. In this design, the critical path's most frequently occurring cell is sky130_fd_sc_hd__ha_4. The post-place instance area stands at ~2300 um2.

Per the synthesis report, the XOR/XNOR share of the synthesized area is 0.00963. The transition time at the pin with the least slew margin stands at 0.370 ns. The last timing report of the flow puts the setup violation total at 3.

The area taken by flip-flops and latches stands at 1230 um2. For this design, the slowest cell found on the critical path is sky130_fd_sc_hd__dfrtp_2. The number of buffers added by the clock tree synthesis step stands at 5. Setup repair after global routing could not meet its margin everywhere. The pre-antenna-repair detailed-routing pass consisted of 5 iterations. Measured along the y axis, the die boundary spans between 100 and 150 um. After synthesis the cells add up to 1820 um2. The H-tree was split into 2 levels. The layout cell share with drive strength beyond 1 stands at 0.277. The number of buffers inserted by hold repair at cts stands at 0. The core region is 9640 um2.

The longest incremental delay of any stage on the critical path is reported as 0.37 ns. The detailed-placement wirelength estimate stands at 2770 um. The die covers 14200 um2. The largest clock skew in the final design stands at 0.00720 ns. The critical path in this run is classified as reg2reg. Per the post-synthesis stats, the area per cell is ~15 um2.

Across all layers, the routed design uses 1113 vias. The DRC violations left stands at 0. The initial antenna violation count stands at 0. 14 I/O pins were placed. The critical path maximum fanout is 7. The via count of the first global-routing pass stands at between 1000 and 1500. The count of final max-slew check failures stands at 0. The first-pass GRT wire length stands at around 5900 um.

Per the gpl log, the routability congestion estimate is 0.821. Across the run, the number of max-cap violations was 0. The number of buffers and inverters on the critical path stands at 2. The final instance area stands at 2380 um2.

The final report gives the core utilization as 0.247. The cell-mix breakdown from Yosys lists the compound-gate area share as 0.105. Leaving out buffers and inverters, the combinational logic in the layout accounts for 612 um2. STA classifies the critical path endpoint as a register.

On the critical path the largest part of the delay comes from adder cells. The width of the die stands at 119 um. The count of fill cells added during filler insertion stands at 1010. The power report puts the leakage power at 0.898 nW. Entering global routing, the biggest net connects 13 pins. The count of library flops with an enable pin stands at 36. The worst hold margin stands at 0.353 ns.

In the final routed layout, each cell accounts on average for 12.6 um. The part of the cycle the worst path needs stands at 1.02. The relative slew slack stands at 0.753. The worst setup margin stands at -0.0305 ns. The maximum buffer depth of the clock tree stands at 2.

Per the synthesis report, the adder-cell share of the synthesized area is 0.0757. The CTS log lists the clock sinks for this run as 42. The global-route total usage across every layer stands at 0.0515.
[synthesized netlist by cell type (2+ instances only)]
library cell	count	share of area
sky130_fd_sc_hd__dfrtp_1	5	0.069
sky130_fd_sc_hd__nor2b_1	2	0.0069
sky130_fd_sc_hd__nor2_1	3	0.0062
sky130_fd_sc_hd__and3_1	9	0.031
sky130_fd_sc_hd__edfxtp_1	36	0.59
sky130_fd_sc_hd__a222oi_1	4	0.022
sky130_fd_sc_hd__o22a_1	4	0.019
sky130_fd_sc_hd__ha_1	11	0.076
sky130_fd_sc_hd__nand2_1	10	0.021
sky130_fd_sc_hd__inv_1	5	0.010
sky130_fd_sc_hd__xnor2_1	2	0.0096
sky130_fd_sc_hd__mux2_2	4	0.025
sky130_fd_sc_hd__a22oi_1	4	0.017
sky130_fd_sc_hd__o21ai_0	5	0.014
[sequential cells by signal, indices dropped and copies added, names as in the netlist]
signal,flops
Data_Out,4
Full,1
Empty,1
mem,32
a,4
[cells by family after synthesis]
logic type / count (synthesis)
DFF: 42
and+or+nand+nor: 30
AOI/OAI and AO/OA: 23
adders and majority gates: 11
buffers and inverters: 7
muxes: 4
xor gates and xnor gates: 2
[area by class of cell]
| class | instances | share of cell area |
|---|---|---|
| Sequential cell | 42 | 0.519 |
| Multi-Input combinational cell | 70 | 0.257 |
| Timing Repair Buffer | 31 | 0.113 |
| Tap cell | 133 | 0.0699 |
| Clock buffer | 5 | 0.0289 |
| Inverter | 5 | 0.00789 |
| Clock inverter | 2 | 0.00421 |
[stage by stage]
stage | power [mW] | cells | setup WS [ns]
floorplan | 2.33 | 119 | -0.0440
global placement | 2.93 | 280 | -0.102
detailed placement | 2.93 | 280 | -0.122
CTS | 3.59 | 288 | -0.0317
global route | 3.85 | 288 | -0.102
finish | 3.59 | 288 | -0.0305
[per-layer routing]
layer / up-vias / GRT usage / share of wire
met2: 39 / 0.0730 / 0.41
met5: - / 0 / 0
met4: 0 / 0.00763 / 0.015
met3: 7 / 0.0173 / 0.064
met1: 535 / 0.0773 / 0.51
li1: 532 / - / -
[placed cells by master, fill, tap and decap left out, drive strengths merged, types with 2 or more instances in the layout]
cell / n
a222oi: 4
a22oi: 4
and2: 2
and3: 9
buf: 18
clkbuf: 5
clkdlybuf4s50: 13
clkinv: 2
dfrtp: 5
edfxtp: 36
ha: 11
inv: 5
mux2: 4
nand2: 10
nor2: 3
nor2b: 2
o21ai: 6
o22a: 4
xnor2: 2
[final timing paths]
check | from | to | cells past startpoint
min | RstN | a[3] | 2
min reg2reg | a[3] | a[3] | 2
max in group asynchronous | RstN | Empty | 2
max | a[1] | Data_Out[0] | 8
min in group clk0 | a[3] | a[3] | 2
max reg2reg | a[1] | Data_Out[0] | 8
[where the power goes]
group	switching, mW	total (mW)	internal [mW]
combinational	0.803	1.73	0.927
sequential	0.0566	1.30	1.24
clock	0.299	0.559	0.260
total	1.16	3.59	2.43
[repair_timing]
item | CTS | global route
endpoints found under the setup margin | 4 | 4
hold endpoints to repair | 0 | 0
cloned | 0 | 0
resized | 6 | 3
pin swaps | 7 | 1
buffers inserted | 1 | 0
Power and IR drop assume default switching activity.
